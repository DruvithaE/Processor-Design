**/design/flow/config.mk**
```make
export PLATFORM = sky130hd
export DESIGN_NAME = pc_update_64
export DESIGN_NICKNAME = pc_update_64
export VERILOG_FILES = /design/flow/design.v
export SDC_FILE = /design/flow/constraint.sdc
export NUM_CORES = 4
export LEC_CHECK = 1
export CORE_AREA = 10 10 109 109
export DIE_AREA = 0 0 119 119
```
**/design/flow/constraint.sdc**
```tcl
current_design pc_update_64

set clk_period 8.0
set clk_io_pct 0.2

create_clock -name clk0 -period $clk_period

set non_clock_inputs [all_inputs -no_clocks]
set_input_delay [expr $clk_period * $clk_io_pct] -clock clk0 $non_clock_inputs
set_output_delay [expr $clk_period * $clk_io_pct] -clock clk0 [all_outputs]
```
**/design/flow/design.v**
```verilog
module pc_update_64 (input clk, input [3:0] icode, input [63:0] valC, input [63:0] valM, input [63:0] valP, input cnd, output reg [63:0] new_pc);
    always@(*)
    begin
        case (icode)
            4'b0000: new_pc = 63'b0;   
            4'b0001: new_pc = valP;    
            4'b0010: new_pc = valP;    
            4'b0011: new_pc = valP;    
            4'b0100: new_pc = valP;    
            4'b0101: new_pc = valP;    
            4'b0110: new_pc = valP;    
            4'b0111: begin             
                if(cnd == 1)
                    new_pc = valC;
                else
                    new_pc = valP;
            end
            4'b1000: new_pc = valC;    
            4'b1001: new_pc = valM;    
            4'b1010: new_pc = valP;    
            4'b1011: new_pc = valP;    
            default: new_pc = valP;
        endcase
    end
endmodule
```
**/design/flow/run.sh**
```bash
#!/bin/bash
# OpenROAD 26Q1-2900-gdf79404cd8, Yosys 0.63+post, stock flow scripts
make -C /OpenROAD-flow-scripts/flow DESIGN_CONFIG=/design/flow/config.mk WORK_HOME=/design/flow/orfs finish
```
==> impl_metrics.json <==
{
  "ys.warnings.count": 1,
  "logic_family": "AND-OR/OR-AND gates",
  "grt_usage_pct": 15.3,
  "drv_cap": 0,
  "clkPwrFrac_pct": 0,
  "coreArea_um2": 9640,
  "clock.fmax_mhz": 172,
  "setup_viol": 0,
  "worstPathRequired_ns": 6.40,
  "ys_cells": 225,
  "seqPwrFrac_pct": 0,
  "die-width_um": 119,
  "p_int_uw": 171,
  "postSynthSeqShare_pct": 0,
  "syn2layout_area_growth_pct": 152,
  "cp_max_fo": 34,
  "gr-total-overflow": 0,
  "slew_viol_final": 0,
  "initCoreUtil_pct": 18.1,
  "postCtsSetupRepairBufs": 0,
  "vias": 2808,
  "p_total_uw": 234,
  "p_leak_uw": 0.00176,
  "drt_first_iter_violations": 177,
  "mostFrequentLayoutCells": "clkdlybuf4s50_1, nor2_1, mux2i_1, a221o_1, buf_4",
  "yosys_area_um2": 1740,
  "mux_area_share_pct": 36.8,
  "worstHoldEndpoint": "new_pc[22]",
  "ios": 262,
  "antenna_left": 0,
  "post-route-period-util_pct": 72.6,
  "gp_congestion": 0.807,
  "min-delay-start": "valP[22]",
  "cts-resized-gates": 0,
  "register_area_um2": 0,
  "cts_hold_buf": 0,
  "diodes": 0,
  "switching_share_pct": 27.2,
  "drtPass1Iterations": 4,
  "status": "finished clean",
  "grt_pass1_wl_um": 17700,
  "slew_headroom_pct": 42.4,
  "rows": 36,
  "antenna_found_initial": 0,
  "worst_pin_slew_ns": 0.864,
  "fin_setup_tns_ns": 0,
  "via_per_inst": 4.70,
  "grt_max_degree": 38,
  "ir_drop_mv": 0.0232,
  "clock_buffer_count": 0,
  "ys_types": 11,
  "ys_sh_aoi_pct": 37.5,
  "p_sw_uw": 63.8,
  "synth.avg_cell_area_um2": 7.74,
  "warning_count": 33,
  "drc": 0,
  "period_needed_ns": 5.80,
  "pwr_density_cell_nw_per_um2": 53.5,
  "drive_gt1_share_pct": 1.94,
  "wl_um": 11700,
  "finalHoldViolations": 0,
  "worstSetupStartpointType": "primary input",
  "avgRoutedWirePerCell_um": 19.6,
  "port_buffers": 261,
  "yosys.area_share.adder_pct": 0,
  "die_h_um": 119,
  "arrival_ns": 4.20,
  "critPathCaptureType": "output pin",
  "syn-cell-area_um2": 1740,
  "netlist_instances": 225,
  "fillers": 954,
  "simple_gate_share_pct": 15.8,
  "flop-count": 0,
  "hold_class": "in2out",
  "final_util_pct": 45.5,
  "synthXorXnorAreaFrac_pct": 0,
  "worstSetupPathType": "in2out",
  "grt_pass1_vias": 2874,
  "rsz0062_at_grt": "no",
  "dp_hpwl_um": 9480,
  "holdPathStages": 3,
  "layout_top_cell": "clkdlybuf4s50_1",
  "combPwrFrac_pct": 100.0,
  "chipArea_um2": 14200
}
[final cells by class]
type | count | area (um2) | area share, %
repair buffers | 266 | 2650 | 60.4
well taps | 133 | 166 | 3.80
multi-input cells | 198 | 1570 | 35.8
[power groups by stage]
| stage | sequential (uW) | combinational (uW) | clock [uW] |
|---|---|---|---|
| final | 0 | 234 | 0 |
| after global routing | 0 | 252 | 0 |
| after CTS | 0 | 237 | 0 |
[per-stage QoR]
step | cell area, um2 | hold WS (ns) | worst slack, ns | instances
after floorplan | 1740 | 3.29 | 3.87 | 225
after global placement | 4380 | 4.24 | 2.12 | 597
after detailed placement | 4380 | 4.24 | 2.15 | 597
after CTS | 4380 | 4.24 | 2.13 | 597
after global routing | 4380 | 4.26 | 1.99 | 597
final | 4380 | 4.23 | 2.20 | 597
[layer usage]
metal  global-route usage (%)  wire (um)
met1                     19.3       5110
met2                     25.9       5420
met3                     5.32       1120
met4                    0.763         69
met5                        0          0
[cells by family (layout without fill, tap and decap cells)]
| family | Yosys count | in the layout |
|---|---|---|
| simple gates | 69 | 69 |
| compound gates | 65 | 65 |
| mux | 64 | 64 |
| buf+inv | 27 | 266 |
[critical path, cell delays in order]
cell	delay, ns
buf_4	0.46
and4b_1	0.30
and2_2	0.58
buf_4	0.48
a221o_1	0.25
clkdlybuf4s50_1	0.49
[synth_stat cells, drive strengths merged]
| cell | instances | area share, % |
|---|---|---|
| nor2 | 65 | 14 |
| a221o | 64 | 37 |
| mux2i | 64 | 37 |
| buf | 21 | 8.6 |
| clkbuf | 6 | 1.3 |
| a22oi | 1 | 0.72 |
| and2 | 1 | 0.36 |
| and4b | 1 | 0.58 |
| nand2b | 1 | 0.36 |
| or3b | 1 | 0.50 |
[worst max-delay path by stage]
stage           endpoint  cells past startpoint  startpoint  slack (ns)
CTS           new_pc[47]                      6    icode[0]        2.13
global route  new_pc[47]                      6    icode[0]        1.99
finish        new_pc[47]                      6    icode[0]        2.20
