==> ./design.v <==
module full_adder (input Cin, input A, input B, output Cout, output S);
    wire x1;
    xor (x1, A, B);
    xor (S, x1, Cin);
    wire x2, x3;
    and (x2, Cin, x1);
    and (x3, A, B);
    or (Cout, x2, x3);
endmodule
module adder_64 (input signed [63:0] A, input signed [63:0] B, output signed [63:0] Y, output overflow);
    wire signed [64:0] carry;
    assign carry[0] = 1'b0;
    genvar i;
    generate 
        for(i = 0; i < 64; i = i + 1) begin 	
    	full_adder uut1(carry[i], A[i], B[i], carry[i+1], Y[i]);
    end
    endgenerate
    wire both_negative;
    wire both_positive;
    and(both_negative, A[63], B[63]);
    wire a_63_neg; wire b_63_neg;
    not(a_63_neg, A[63]);
    not(b_63_neg, B[63]);
    and(both_positive, a_63_neg, b_63_neg);
    and(both_negative, A[63], B[63]);
    wire overflow_1;
    wire overflow_2;
    wire y_63_not;
    not(y_63_not,Y[63]);
    and(overflow_1, both_negative, y_63_not);
    and(overflow_2, both_positive, Y[63]);
    or(overflow, overflow_1, overflow_2);
endmodule
module subtractor_64(input signed [63:0] A, input signed [63:0] B, output signed [63:0] Y, output Overflow);
    wire signed [63:0] carry;
    wire signed [63:0] Bnot;
    genvar i;
    generate for( i=0; i< 64; i = i+1)
    begin
        not(Bnot[i],B[i]);
    end
    endgenerate
    wire unsigned [63:0] one;
    assign one = 64'b1;
    wire x;
    wire signed [63:0] Bfinal;
    adder_64 add1(Bnot,one,Bfinal,x);
    adder_64 add2(A,Bfinal,Y,Overflow);
endmodule
module and_64 (input signed [63:0] A, input signed [63:0] B, output signed [63:0] Y);
    genvar i;
    generate 
        for(i = 0; i < 64; i = i + 1)
        begin
            and (Y[i], A[i], B[i]);
        end
    endgenerate
endmodule
module xor_64 (input signed [63:0] A, input signed [63:0] B, output signed [63:0] Y);
    genvar i;
    generate 
        for(i = 0; i < 64; i = i + 1)
        begin
            xor (Y[i], A[i], B[i]);
        end
    endgenerate
endmodule
module ALU(input signed [63:0] A, input signed [63:0] B, input [1:0] Selectline,output reg signed [63:0] selected_result, output reg Overflow);
    wire [63:0] add_result;
    wire [63:0] sub_result;
    wire [63:0] xor_result;
    wire [63:0] and_result;
    wire overflow1, overflow2;
    adder_64 add12(A,B,add_result,overflow1);
    subtractor_64 sub12(A,B,sub_result,overflow2);
    and_64 and12 (A, B, and_result);
    xor_64 xor12 (A, B, xor_result);
    always @* begin
        case (Selectline)
            2'b00: begin
                selected_result = add_result;
                Overflow = overflow1;
            end
            2'b01: begin
                selected_result = sub_result;
                Overflow = overflow2;
            end
            2'b10: begin
                selected_result = and_result;
                Overflow = 1'b0;
            end
            2'b11: begin
                selected_result = xor_result;
                Overflow = 1'b0;
            end
        endcase
    end
endmodule
==> ./run.sh <==
#!/bin/bash
# OpenROAD 26Q1-2900-gdf79404cd8, Yosys 0.63+post, stock flow scripts
make -C /OpenROAD-flow-scripts/flow DESIGN_CONFIG=/design/flow/config.mk WORK_HOME=/design/flow/orfs finish
==> ./config.mk <==
export PLATFORM = sky130hd
export DESIGN_NAME = ALU
export DESIGN_NICKNAME = ALU
export VERILOG_FILES = /design/flow/design.v
export SDC_FILE = /design/flow/constraint.sdc
export NUM_CORES = 4
export LEC_CHECK = 1
export CORE_UTILIZATION = 40
==> ./constraint.sdc <==
current_design ALU

set clk_period 62.3
set clk_io_pct 0.2

create_clock -name clk0 -period $clk_period

set non_clock_inputs [all_inputs -no_clocks]
set_input_delay [expr $clk_period * $clk_io_pct] -clock clk0 $non_clock_inputs
set_output_delay [expr $clk_period * $clk_io_pct] -clock clk0 [all_outputs]
==> reports/metrics.cfg <==
[placed_design]
place_congestion=0.8337
numPortBuffers=195
hpwlAfterDp_mm=11.19
placed_cells=789

[synth]
synth.top_cell.area_share_pct=40.06
topCellsByArea=fa_1, ha_1, mux4_2
yosys_cells=424
yosys_area_um2=6097
syn_area_um2=6097
yosysTopAreaCell=fa_1
syn_inst=424
ys_seq_share_pct=0
syn_avg_cell_area_um2=14.38
yosysWarnings=3
synth_cell_types=26

[routing]
diodes=0
drt_iter0_markers=103
route.detailed.drc=0
num_vias=4038
routed_via_density=5.118
ant_nets=0
drt_wl_total_mm=12.27
first_pass_iters=26
wl_per_cell_um=15.55

[floorplan]
io_pins=195
design.die.area_um2=15740
die_y_um=125.5
core_area_um2=14700
die_x_um=125.5
fp_util_pct=41.48
rows=44

[worst_setup_path]
required_ns=49.84
path_common_cell=fa_1
cp_slowest_cell=clkdlybuf4s50_1
cp.arrival_ns=40.76
crit_start=B[0]
critPathKind=primary input to output pin
crit_fanout=3
max_stage_delay_ns=0.49
endpoint_kind=output pin
cp-start-kind=primary input

[global_routing]
grtUsageMet1_pct=29.09
grt_max_degree=48
grt_pass1_vias=4554
met2_usage_pct=30.16
grt_most_used_layer=met2
gr-total-overflow=0
track_usage_pct=18.44
grt_pass1_wl_mm=21.78
met3_usage_pct=3.445
antenna_found_initial=0

[cells_and_area]
area_growth_pct=33.47
clock_buffers=0
stdcell_count=789
drive_gt1_share_pct=10.08
nFillCells=1203
regArea_um2=0
ff_count=0

[cts]
post_cts_buffers=0
post_cts_resized=0
cts_hold_buf=0

[sta]
slew_viol_final=0
fin_crit_ns=53.22
final.setup.tns_ns=0
rsz0062_at_grt=false
setup_viol=0
post-route-period-util_pct=85.42
max_freq_mhz=18.79
slew_headroom_pct=51.33
worst_slew_pin_slew_ns=0.7301
hold_viol=0

[pwr]
p_leak_nw=3.656
p_total_mw=0.06798
power.density_nw_per_um2=8.353
peakVddDrop_uv=4.699

[job]
log.warning_count=34
maxCapViolations=0

[status]
outcome=complete, no violations

[min_path]
holdCritStartpoint=Selectline[1]
holdCritPathClass=primary input to output pin

[report_power, final]
part / total [mW] / switching [mW] / internal, mW
Clock: 0 / 0 / 0
Sequential: 0 / 0 / 0
Combinational: 0.0680 / 0.0238 / 0.0442
Total: 0.0680 / 0.0238 / 0.0442
[synthesized netlist by cell type]
| cell type | count |
|---|---|
| ha_1 | 130 |
| fa_1 | 122 |
| inv_1 | 71 |
| mux4_2 | 50 |
| mux4_1 | 11 |
| buf_6 | 7 |
| buf_2 | 6 |
| nand2_1 | 3 |
| xnor2_1 | 3 |
| a21o_1 | 2 |
| mux2_2 | 2 |
| mux2_4 | 2 |
| nand2b_1 | 2 |
| a21oi_1 | 1 |
| a311oi_2 | 1 |
| buf_12 | 1 |
| buf_4 | 1 |
| buf_8 | 1 |
| mux2i_1 | 1 |
| nand3b_1 | 1 |
| nor2_1 | 1 |
| nor2_2 | 1 |
| nor3_1 | 1 |
| o21ai_0 | 1 |
| o221a_2 | 1 |
| xor2_1 | 1 |
[critical path, delay by kind of cell]
family / cells / cell delay [ns]
AOI/OAI and AO/OA: 2 / 0.45
adders and majority gates: 63 / 26.35
xor gates and xnor gates: 1 / 0.17
buffers and inverters: 5 / 1.15
and+or+nand+nor: 1 / 0.16
[metrics by stage]
| stage | util (%) | instance area (um^2) | setup slack, ns | hold WS [ns] |
|---|---|---|---|---|
| 2_1_floorplan | - | 6097 | 10.77 | 25.12 |
| 3_3_place_gp | 55.36 | 8138 | 8.943 | 25.88 |
| 3_5_place_dp | 55.36 | 8138 | 8.925 | 25.87 |
| 4_1_cts | 55.36 | 8138 | 8.750 | 25.88 |
| 5_1_grt | 55.36 | 8138 | 7.691 | 25.91 |
| 6_report | 55.36 | 8138 | 9.084 | 25.85 |
[layout by cell type, fill, tap and decap left out]
master	instances
ha_1	130
a21o_1	2
nor3_1	1
o221a_2	1
mux2_4	2
nand2_1	3
nand3b_1	1
mux2i_1	1
fa_1	122
a21oi_1	1
mux2_2	2
mux4_2	50
buf_4	4
a311oi_2	1
nor2_1	1
clkdlybuf4s50_1	193
o21ai_0	1
xnor2_1	3
inv_1	71
nand2b_1	2
nor2_2	1
mux4_1	11
xor2_1	1
[metal layers]
| metal | routed length (um) | vias to the layer above | part of all wire, % |
|---|---|---|---|
| met1 | 5251 | 2044 | 43 |
| met2 | 6254 | 98 | 51 |
| met5 | 0 | - | 0 |
| met3 | 695 | 4 | 5.7 |
| li1 | - | 1892 | - |
| met4 | 69 | 0 | 0.56 |
[layout make-up]
class	count	area (um^2)	share of cell area, %
multi-input cells	337	5679	69.79
repair buffers	197	1962	24.11
inverters	71	266.5	3.275
well taps	184	230.2	2.829
[logic make-up (layout without fill, tap and decap cells)]
logic type | Yosys count | after routing | synth area share, %
compound gates | 6 | 6 | 0.8411
xor+xnor | 4 | 4 | 0.5747
fa+ha+maj | 252 | 252 | 66.74
buf+inv | 87 | 268 | 6.854
mux | 66 | 66 | 24.24
simple gates | 9 | 9 | 0.7592
[final timing paths]
kind                             end  slack (ns)  depth (start not counted)
setup / recovery            Overflow        9.08                         72
hold / removal    selected_result[1]       25.85                          4
