==> /design/flow/design.v <==
module fetch_64(input [0:79] instruction, input [63:0] PC , input clk, output reg [3:0] icode, output reg [3:0] ifun, output reg [3:0] rA, output reg [3:0] rB, output reg [63:0] valC, output reg [63:0] valP, output reg imem_error, output reg instr_valid );
   always@(posedge clk) begin
        icode = instruction[0:3];
        ifun = instruction[4:7];
        case(icode)
            4'b0000, 4'b0001: 
                begin
                    valP = PC+1;  
                end
            4'b0010:
                begin
                    rB = instruction[12:15];
                    rA = instruction[8:11]; 
                    valP = PC + 2;  
                end
            4'b0011:
                begin 
                    rA = instruction[8:11];  
                    rB = instruction[12:15];
                    valC = {instruction[72:79],instruction[64:71],instruction[56:63],instruction[48:55],instruction[40:47],instruction[32:39],instruction[24:31],instruction[16:23]};  
                    valP = PC + 10;  
                end
            4'b0100:
                begin 
                    rA = instruction[8:11];
                    rB = instruction[12:15];
                    valC = {instruction[72:79],instruction[64:71],instruction[56:63],instruction[48:55],instruction[40:47],instruction[32:39],instruction[24:31],instruction[16:23]};  
                    valP = PC + 10;  
                end
            4'b0101:
                begin 
                    rA = instruction[8:11];
                    rB = instruction[12:15];
                    valC = {instruction[72:79],instruction[64:71],instruction[56:63],instruction[48:55],instruction[40:47],instruction[32:39],instruction[24:31],instruction[16:23]};  
                    valP = PC + 10;  
                end
            4'b0110:
                begin
                    rA = instruction[8:11]; 
                    rB = instruction[12:15];
                    valP = PC + 2;  
                end
            4'b0111:
                begin
                    valC = {instruction[64:71],instruction[56:63],instruction[48:55],instruction[40:47],instruction[32:39],instruction[24:31],instruction[16:23],instruction[8:15]};
                    valP = PC +9;  
                end
            4'b1000:
                begin
                    valC = {instruction[64:71],instruction[56:63],instruction[48:55],instruction[40:47],instruction[32:39],instruction[24:31],instruction[16:23],instruction[8:15]};
                    valP = PC +9;  
                end
            4'b1001:
                begin
                    valP = PC +1;  
                end
            4'b1010:
                begin
                    rA = instruction[8:11]; 
                    rB = instruction[12:15];  
                    valP = PC + 2;  
                end
            4'b1011:
                begin
                    rA = instruction[8:11]; 
                    rB = instruction[12:15];  
                    valP = PC + 2;  
                end
            default:
                begin
                   instr_valid = 0;  
                end
        endcase
        if (PC > 1023) 
            begin
                imem_error = 1'b1;
            end
        else 
            begin
                imem_error = 1'b0;
            end
   end   
endmodule
==> /design/flow/config.mk <==
export PLATFORM = sky130hd
export DESIGN_NAME = fetch_64
export DESIGN_NICKNAME = fetch_64
export VERILOG_FILES = /design/flow/design.v
export SDC_FILE = /design/flow/constraint.sdc
export NUM_CORES = 4
export LEC_CHECK = 1
export CORE_UTILIZATION = 40
==> /design/flow/constraint.sdc <==
current_design fetch_64

set clk_period 21.3
set clk_io_pct 0.2

create_clock -name clk0 -period $clk_period [get_ports {clk}]

set non_clock_inputs [all_inputs -no_clocks]
set_input_delay [expr $clk_period * $clk_io_pct] -clock clk0 $non_clock_inputs
set_output_delay [expr $clk_period * $clk_io_pct] -clock clk0 [all_outputs]
==> /design/flow/run.sh <==
#!/bin/bash
# OpenROAD 26Q1-2900-gdf79404cd8, Yosys 0.63+post, stock flow scripts
make -C /OpenROAD-flow-scripts/flow DESIGN_CONFIG=/design/flow/config.mk WORK_HOME=/design/flow/orfs finish
==> reports/qor.txt <==
Sw frac: 21.0%
Cts repair resizes: 0
Internal power: 0.000637 W
Count of library flops with an enable pin: 136
H-Tree Depth: 4
Largest net degree at the start of global routing: 65
Max Fclk: 139 MHz
Dominant cell type by area after synthesis: edfxtp_1
Vias per inst: 5.06
Fin crit period: 7170 ps
Iteration-0 DRC count of the detailed router: 306
Ys Warns: 1
DRT Wirelength: 19600 um
Max Root-Sink Buffers: 2
DP Wirelength: 15000 um
# Cells Yosys: 489
Slew HR: 42.8%
Global-route wire length before repair: 29900 um
Num Clock Sinks: 145
Critical path class: in -> reg
Hold wc startpoint: instruction[5]
Ratio of final minimum period to clock period: 33.7%
Chip Width: 133 um
Number of global-route vias before repair: 5113
Worst-Margin Slew: 858 ps
Ports: 291
Final ANT Viol Nets: 0
CP top delay family: simple AND/OR/NAND/NOR gates
Crit path max fanout: 23
Core area: 16600 um2
Max Cap Viol: 0
RSZ-0062 raised after global routing: no
Worst min path class: in -> reg
Final Hold Fails: 0
Critical Path AT: 7330 ps
# DRC: 0
Synth Area per Inst: 14.0 um2
Total Power: 0.000807 W
Wirelength per Cell: 19.1 um
Slowest stage cell, crit path: clkdlybuf4s50_1
Seq pwr share: 43.8%
Vias: 5177
Setup bufs post-CTS: 0
Mapped Cells: 489
Crit path depth: 9
Initial antenna violation count: 0
Setup crit start kind: primary input
Fin cells: 1023
# diodes: 0
Top cell area share: 59.6%
Leakage: 3.78 nW
Post-synthesis sequential area ratio: 62.2%
Unique masters post-synth: 46
Placed cell count: 991
Required time of the critical path: 21460 ps
Ranking of synthesized cells by area: edfxtp_1, mux2_2, xor2_1, xnor2_1, dfxtp_1
Async set-reset flop share out of synthesis: 0%
GR Layer Usage met2: 39.6%
FILL cells: 1247
Top_reg_cell synth: edfxtp_1
CP max stage delay: 620 ps
Worst path cell trace: clkdlybuf4s50_1 -> nand2_2 -> o211ai_1 -> ha_1 -> a31oi_1 -> nand3_1 -> nand3_2 -> or3_1 -> xnor2_1
Share of cells above drive strength 1: 15.3%
Total die size: 17700 um2
Gate power share: 15.4%
Worst Setup End Kind: register
GR Layer Usage met1: 34.0%
Synth Register Bits: 145
Clock group share of total power: 40.8%
Mapped cell area: 6860 um2
CTS Hold Bufs: 0
Rows: 47
Port Buf Inserts: 289
Clock transition at the registers of the reported paths: 60 ps
GRT met3 Usage: 6.88%
Critical Path Source: instruction[0]
FP Util: 41.2%
Chip Height: 133 um
Finish-stage setup viols: 0
Area growth, synth to finish: 55.7%
Place WS: 13650 ps
Yosys top cell by instances: edfxtp_1
GRT busiest layer: met2
CTS tree: yes
Root buffer cell: clkbuf_16
1st-pass router iterations: 5
Total gr overflow: 0
Max-slew violations: 0
Pwr Density: 75.6 nW/um2
Synth cell count leaders: edfxtp_1, mux2_2, xor2_1
CP bufs+invs: 1
WHS Path Cells: 1
OpenROAD warnings: 26
Final worst-path setup slack: 14130 ps
Yosys Chip Area: 6860 um2
Finished Core Util: 64.2%
Max VDD drop: 0.0000566 V
Routability Congestion: 0.913
CTS Buf Count: 17
Overall Global Routing Usage: 23.9%
Switching power: 0.000169 W
Status: finished clean
Setup_tns: 0 ps
path summary, 6_finish.rpt:
path        to  slack (ps)
min    ifun[2]        4280
max   valP[54]       14130
flip-flops by register name, summed over array words and instances, names as in the netlist:
signal      count
icode           4
ifun            4
imem_error      1
rA              4
rB              4
valC           64
valP           64
per-stage QoR:
step	cell area, um2	hold slack [ps]
finish	10700	4280
floorplan	6860	4290
CTS	10700	4270
detailed placement	10000	4710
global placement	10000	4720
global route	10700	4260
final cells by class:
| class | instances | area (um2) | area share (%) |
|---|---|---|---|
| sequential | 145 | 4260 | 39.9 |
| clock inverter | 15 | 230 | 2.16 |
| clock buffer | 17 | 425 | 3.98 |
| inverter | 12 | 45.0 | 0.422 |
| tap | 220 | 275 | 2.58 |
| multi-input combinational | 320 | 2510 | 23.5 |
| timing repair buffer | 294 | 2930 | 27.4 |
cells in the final DEF, fill, tap and decap left out, drive strengths merged, types with 5 or more instances in the layout:
master / count
and3: 5
clkbuf: 17
nand4: 22
clkdlybuf4s50: 289
xor2: 34
edfxtp: 136
bufinv: 5
nor2: 27
mux2: 65
nand3: 24
buf: 5
nand2: 32
nor3: 11
dfxtp: 9
xnor2: 30
inv: 16
nor4: 29
per-layer routing:
layer	vias to the layer above	wire length, um
met3	21	1830
met2	241	9970
li1	2474	-
met5	-	0
met4	0	360
met1	2441	7400
power groups by stage:
stage | Combinational [W] | Sequential (W) | Clock (W)
after CTS | 0.000126 | 0.000354 | 0.000335
after global routing | 0.000133 | 0.000356 | 0.000345
final | 0.000124 | 0.000353 | 0.000329
logic make-up (layout without fill, tap and decap cells):
kind of cell    after synthesis  count (layout)  share of synthesized area, %
mux                          65              65                          10.7
compound gates               13              13                          1.22
simple gates                173             173                          15.3
buf+inv                      24             338                          1.62
fa+ha+maj                     4               4                         0.730
flops                       145             145                          62.2
other cells                   1               1                        0.0547
xor+xnor                     64              64                          8.17
Power figures rest on the tool's default switching activity, not on a simulated workload.
